--- flow/design.v ---
module playerfsm (
    input clk,
    input reset,
    input left,
    input right,
    output reg [2:0] lane,  
    output reg [4:0] led_pos
);
    parameter IDLE = 2'b00,
              MOVE_LEFT = 2'b01,
              MOVE_RIGHT = 2'b10;
    reg [1:0] state, next_state;
    reg left_d, right_d;
    wire left_edge = left & ~left_d;
    wire right_edge = right & ~right_d;
    always @(posedge clk) begin
        left_d <= left;
        right_d <= right;
    end
    always @(posedge clk or posedge reset) begin
        if (reset)
            state <= IDLE;
        else
            state <= next_state;
    end
    always @(*) begin
        next_state = state;
        case (state)
            IDLE: begin
                if (left_edge && lane > 0)
                    next_state = MOVE_LEFT;
                else if (right_edge && lane < 4)
                    next_state = MOVE_RIGHT;
            end
            MOVE_LEFT,
            MOVE_RIGHT: next_state = IDLE;
        endcase
    end
    always @(posedge clk or posedge reset) begin
        if (reset)
            lane <= 3'd2;
        else if (state == MOVE_LEFT && lane > 0)
            lane <= lane - 1;
        else if (state == MOVE_RIGHT && lane < 4)
            lane <= lane + 1;
    end
    always @(*) begin
        led_pos = 5'b00001 << lane;
    end
endmodule
--- flow/run.sh ---
#!/bin/bash
# OpenROAD 26Q1-2900-gdf79404cd8, Yosys 0.63+post, stock flow scripts
make -C /OpenROAD-flow-scripts/flow DESIGN_CONFIG=/design/flow/config.mk WORK_HOME=/design/flow/orfs finish
--- flow/config.mk ---
export PLATFORM = sky130hd
export DESIGN_NAME = playerfsm
export DESIGN_NICKNAME = playerfsm
export VERILOG_FILES = /design/flow/design.v
export SDC_FILE = /design/flow/constraint.sdc
export NUM_CORES = 4
export LEC_CHECK = 1
export CORE_AREA = 10 10 70 70
export DIE_AREA = 0 0 80 80
--- flow/constraint.sdc ---
current_design playerfsm

set clk_period 1.6
set clk_io_pct 0.2

create_clock -name clk0 -period $clk_period [get_ports {clk}]

set non_clock_inputs [all_inputs -no_clocks]
set_input_delay [expr $clk_period * $clk_io_pct] -clock clk0 $non_clock_inputs
set_output_delay [expr $clk_period * $clk_io_pct] -clock clk0 [all_outputs]
==> flow_metrics.py <==
# Auto-generated metrics
metrics = {
    "setup_path": {
        "slowest_delay_ps": 600,
        "worstPathMaxFanout": 4,
        "end_kind": "flop",
        "worst-r2r-cell-count": 6,
        "r2r-start": "lane[1]",
        "reg2reg_to": "lane[2]",
        "crit_chain": "nor3_4 > nand2b_4 > fa_2 > nand2_2 > a211oi_2 > a221o_1",
        "worstPathArrival_ps": 1820,
        "start_kind": "flop",
        "critPathTopFamily": "flip-flops",
        "path_depth": 6,
        "reg2reg_slack_ps": -70,
        "slowest_stage": "dfstp_2",
        "crit_buf_inv": 0,
        "cp.required_ps": 1740,
        "path_class": "flop to flop",
    },
    "sta": {
        "period_used_pct": 105,
        "clock_skew_ps": 10.1,
        "drv_slew": 0,
        "hold_slack_ps": 274,
        "max_slew_margin_pct": 82.8,
        "setup-violations-final": 2,
        "rsz0062_at_grt": "true",
        "tightest_slew_ps": 258,
        "setup_ws_ps": -74.9,
        "final-hold-violation-count": 0,
        "fin_setup_tns_ps": -132,
        "max_freq_ghz": 0.597,
        "period_minus_slack_ps": 1670,
    },
    "global_routing": {
        "grtUsageTotal_pct": 3.68,
        "grt_pass1_wl_um": 1910,
        "grt_overflow_total": 0,
        "grt_max_degree": 12,
        "grt_pass1_vias": 407,
        "antenna_found_initial": 0,
    },
    "placement": {
        "gp_congestion": 0.740,
        "numPortBuffers": 11,
        "dp_hpwl_um": 788,
    },
    "finish": {
        "layout-drive-gt1-share_pct": 51.4,
        "fin_util_pct": 22.3,
        "n_fill_cell": 376,
        "area_growth_pct": 74.7,
    },
    "synthesis": {
        "synth_flops": 8,
        "synth.distinct_cells": 26,
        "largest_area_cell": "dfrtp_1",
        "avgSynthCellArea_um2": 10.1,
        "ys_seq_share_pct": 44.3,
        "top_cells_by_area": "dfrtp_1, dfstp_2, dfxtp_1",
        "top_cell_area_share_pct": 23.0,
        "async_flop_share_pct": 75.0,
        "yosysChipArea_um2": 435,
        "common_cells": "dfrtp_1, nand2_1, nor2_1, nor3_1",
        "syn_inst": 43,
        "yosysCellCount": 43,
        "netlist_area_um2": 435,
        "yosysWarnings": 1,
        "synth-edff-count": 0,
        "flop_cell": "dfrtp_1",
    },
    "power": {
        "p_sw_w": 0.000482,
        "finalPower_w": 0.00137,
        "p_leak_nw": 0.318,
        "share_comb_of_total_power_pct": 62.4,
        "sequentialPowerShare_pct": 25.4,
        "power_frac_clock_pct": 12.2,
        "vdd.ir_drop.worst_uv": 625,
        "p_int_w": 0.000889,
        "p_per_area_nw_per_um2": 1800,
        "p_sw_share_pct": 35.2,
    },
    "clock_tree": {
        "clk_path_buf_depth": 2,
        "cts_hold_buffers": 0,
        "clock-root-buffer": "clkbuf_4",
        "clk_latency_ps": 260,
        "htreeDepth": 1,
        "path_clk_slew_ps": 60,
        "numCtsBuffers": 3,
        "clock_sinks": 8,
        "cts_tree": "done",
    },
    "status": {
        "status": "finished with violations",
        "violations": "negative setup slack",
    },
    "run": {
        "warning_count": 28,
        "maxCapViolations": 0,
    },
    "floorplan": {
        "die_area_um2": 6400,
        "fp-row-count": 21,
        "core_area_um2": 3420,
        "initial_core_util_pct": 12.7,
        "die_x_um": 80,
        "io_pins": 12,
        "die_h_um": 80,
    },
    "detailed_routing": {
        "vias_per_cell": 3.45,
        "drt-pass1-iter-count": 4,
        "via_count": 400,
        "num_antenna_cells": 0,
        "drt-total-wl_um": 1100,
        "wl_per_cell_um": 9.48,
        "drc": 0,
        "ant_nets": 0,
        "initialDrtViolationCount": 20,
    },
    "min_path": {
        "hp-class": "primary input to async pin",
    },
}
area by class of cell:
type | count | area [um2] | area share [%]
repair buffers | 26 | 224 | 29.4
multi-input cells | 29 | 240 | 31.6
inverters | 3 | 18.8 | 2.47
flip-flops and latches | 8 | 194 | 25.5
well taps | 46 | 57.6 | 7.57
clock buffers | 4 | 26.3 | 3.45
metal layers:
metal	share of wire, %	global-route usage [%]
met1	49	4.95
met4	1.1	0.352
met2	45	5.70
met5	0	0
met3	4.7	1.36
how the worst max path moves through the flow:
stage	start	end
4_1_cts	lane[2]	lane[1]
5_1_grt	lane[1]	lane[2]
6_report	lane[1]	lane[2]
cell usage in the layout, fill, tap and decap left out, types with 3 or more instances in the layout:
master and n:
buf_4 11, dfrtp_1 3, clkdlybuf4s50_1 5, nor2_1 3
buf_6 4, clkbuf_4 3, dlygate4sd2_1 3
through the flow:
stage / instances / setup slack [ps] / instance area, um2
after floorplan: 43 / -8.67 / 438
after global placement: 103 / -33.1 / 623
after detailed placement: 103 / -51.9 / 623
after CTS: 115 / -113 / 729
after global routing: 116 / -131 / 761
final: 116 / -74.9 / 761
what timing repair did:
action,CTS,global route
resized,19,8
hold endpoints to repair,0,0
setup buffers,8,1
endpoints found under the setup margin,10,10
pin swaps,1,5
cell families (layout without fill, tap and decap cells):
kind of cell | after synthesis | after routing | synth area share (%)
DFF | 8 | 8 | 44.3
buffers and inverters | 6 | 33 | 8.91
xor gates and xnor gates | 1 | 1 | 2.01
and+or+nand+nor | 19 | 19 | 25.0
adders and majority gates | 1 | 1 | 4.60
AOI/OAI and AO/OA | 8 | 8 | 15.2
power groups by stage:
stage | clock (W) | sequential [W] | combinational (W)
6_report | 0.000168 | 0.000348 | 0.000855
5_1_grt | 0.000185 | 0.000357 | 0.000937
4_1_cts | 0.000175 | 0.000333 | 0.000800
flip-flops by register name, summed over array words and instances (netlist names):
register and cells:
state 3, left_d 1, right_d 1, lane 3
Power is estimated from default activity; no workload was simulated.
