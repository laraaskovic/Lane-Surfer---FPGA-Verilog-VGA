==> flow/design.v <==
`default_nettype none   
module player_object(
    input wire Resetn,
    input wire Clock,
    input wire move_left,
    input wire move_right,
    output reg [2:0] player_lane,        
    output wire [nX-1:0] VGA_x,          
    output wire [nY-1:0] VGA_y,          
    output wire [COLOR_DEPTH-1:0] VGA_color,   
    output wire VGA_write                
);
    parameter nX = 10;           
    parameter nY = 9;            
    parameter COLOR_DEPTH = 9;  
    parameter XSCREEN = 640;
    parameter YSCREEN = 480;
    parameter NUM_LANES = 5;  
    parameter LANE_WIDTH = 80;
    parameter LANE_START_X = 120;  
    parameter PLAYER_WIDTH = 60;  
    parameter PLAYER_HEIGHT = 60;
    parameter PLAYER_Y_POS = 360;
    parameter PLAYER_COLOR = 9'b000_111_111;   
    parameter ERASE_COLOR  = 9'b111_111_111;   
    parameter INIT = 3'd0;  
    parameter DRAW_INITIAL = 3'd1;
    parameter IDLE = 3'd2;  
    parameter ERASE = 3'd3;  
    parameter DRAW = 3'd4;
    reg [2:0] state;  
    reg [2:0] target_lane;  
    reg [nX-1:0] player_x_pos;  
    reg [nX-1:0] prev_x_pos;  
    reg [5:0] pixel_x;
    reg [5:0] pixel_y;
    reg [nX-1:0] vga_x_reg;
    reg [nY-1:0] vga_y_reg;
    reg [COLOR_DEPTH-1:0] vga_color_reg;  
    reg vga_write_reg;  
    reg input_handled;  
    function [nX-1:0] lane_to_x;
        input [2:0] lane;  
        begin
            lane_to_x = LANE_START_X + (lane * LANE_WIDTH) + ((LANE_WIDTH - PLAYER_WIDTH) / 2);
        end
    endfunction
    always @(posedge Clock) begin
        if (!Resetn) begin
            state <= INIT;
            player_lane <= 3'd2;  
            player_x_pos <= lane_to_x(3'd2);  
            prev_x_pos <= lane_to_x(3'd2);   
            pixel_x <= 0;  
            pixel_y <= 0;
            vga_write_reg <= 0;
            vga_color_reg <= PLAYER_COLOR;
            input_handled <= 0;
        end
        else begin
            case (state)
                INIT: begin
                    pixel_x <= 0;
                    pixel_y <= 0;
                    vga_write_reg <= 0;
                    state <= DRAW_INITIAL;
                end
                DRAW_INITIAL: begin
                    vga_x_reg <= player_x_pos + pixel_x;
                    vga_y_reg <= PLAYER_Y_POS + pixel_y;
                    vga_color_reg <= PLAYER_COLOR;
                    vga_write_reg <= 1;
                    if (pixel_x < PLAYER_WIDTH - 1)
                        pixel_x <= pixel_x + 1;   
                    else begin
                        pixel_x <= 0;
                        if (pixel_y < PLAYER_HEIGHT - 1)
                            pixel_y <= pixel_y + 1;
                        else begin
                            pixel_y <= 0;
                            vga_write_reg <= 0;
                            state <= IDLE;  
                        end
                    end
                end
                IDLE: 
                begin
                    vga_write_reg <= 0;  
                    if (!input_handled)  
                    begin
                        if (move_left && player_lane > 0) begin
                            prev_x_pos <= player_x_pos;
                            player_lane <= player_lane - 1;
                            player_x_pos <= lane_to_x(player_lane - 1);
                            pixel_x <= 0;  
                            pixel_y <= 0;
                            input_handled <= 1;
                            state <= ERASE;  
                        end
                        else if (move_right && player_lane < NUM_LANES - 1) begin
                            prev_x_pos <= player_x_pos;
                            player_lane <= player_lane + 1;
                            player_x_pos <= lane_to_x(player_lane + 1);
                            pixel_x <= 0;
                            pixel_y <= 0;
                            input_handled <= 1;
                            state <= ERASE;
                        end
                    end
                    if (!move_left && !move_right)
                        input_handled <= 0;
                end
                ERASE: begin
                    vga_x_reg <= prev_x_pos + pixel_x;
                    vga_y_reg <= PLAYER_Y_POS + pixel_y;
                    vga_color_reg <= ERASE_COLOR;
                    vga_write_reg <= 1;
                    if (pixel_x < PLAYER_WIDTH - 1)
                        pixel_x <= pixel_x + 1;
                    else begin
                        pixel_x <= 0;
                        if (pixel_y < PLAYER_HEIGHT - 1)
                            pixel_y <= pixel_y + 1;
                        else begin
                            pixel_y <= 0;
                            vga_write_reg <= 0;
                            state <= DRAW;  
                        end
                    end
                end
                DRAW:   
                begin
                    vga_x_reg <= player_x_pos + pixel_x;
                    vga_y_reg <= PLAYER_Y_POS + pixel_y;
                    vga_color_reg <= PLAYER_COLOR;
                    vga_write_reg <= 1;
                    if (pixel_x < PLAYER_WIDTH - 1)
                        pixel_x <= pixel_x + 1;
                    else begin
                        pixel_x <= 0;
                        if (pixel_y < PLAYER_HEIGHT - 1)
                            pixel_y <= pixel_y + 1;
                        else begin
                            pixel_y <= 0;
                            vga_write_reg <= 0;
                            state <= IDLE;
                        end
                    end
                end
                default: state <= INIT;
            endcase
        end
    end
    assign VGA_x = vga_x_reg;
    assign VGA_y = vga_y_reg;
    assign VGA_color = vga_color_reg;
    assign VGA_write = vga_write_reg;
endmodule
==> flow/run.sh <==
#!/bin/bash
# OpenROAD 26Q1-2900-gdf79404cd8, Yosys 0.63+post, stock flow scripts
make -C /OpenROAD-flow-scripts/flow DESIGN_CONFIG=/design/flow/config.mk WORK_HOME=/design/flow/orfs finish
==> flow/config.mk <==
export PLATFORM = sky130hd
export DESIGN_NAME = player_object
export DESIGN_NICKNAME = player_object
export VERILOG_FILES = /design/flow/design.v
export SDC_FILE = /design/flow/constraint.sdc
export NUM_CORES = 4
export LEC_CHECK = 1
export CORE_UTILIZATION = 50
==> flow/constraint.sdc <==
current_design player_object

set clk_period 3.2
set clk_io_pct 0.2

create_clock -name clk0 -period $clk_period [get_ports {Clock}]

set non_clock_inputs [all_inputs -no_clocks]
set_input_delay [expr $clk_period * $clk_io_pct] -clock clk0 $non_clock_inputs
set_output_delay [expr $clk_period * $clk_io_pct] -clock clk0 [all_outputs]
==> results_dict.tcl <==
# collected from the flow reports
set metrics [dict create \
    grt-ovfl-total 0 \
    portBuffers 28 \
    cts_max_level 2 \
    cts.sinks 51 \
    drt-initial-drc-count 106 \
    pwr-share-clk_pct 32.0 \
    synth_top_flop_cell "dfxtp_1" \
    floorplan.core_util_pct 53.28 \
    synth_top_area_share_pct 23.53 \
    setup_ws_ns 0.8295 \
    edf_count 18 \
    die_area_um2 5919 \
    whs_path_depth 2 \
    antenna_cells 0 \
    power_frac_seq_pct 60.9 \
    first_global_vias 1765 \
    critPathKind "reg -> reg" \
    fin_skew_ns 0.006138 \
    critPathMaxStageDelay_ns 0.46 \
    cts-resized-gates 0 \
    rsz0062_at_grt "false" \
    lay_top_count "dfxtp_1" \
    rows 26 \
    antenna_found_initial 0 \
    topCellsByArea "dfxtp_1, edfxtp_1, ha_1" \
    relSlewSlack_pct 49.69 \
    die_y_um 76.94 \
    ys_seq_elements 51 \
    crit_path_frequent_cell "ha_1" \
    fillers 464 \
    setup_violations 0 \
    fin_crit_ns 2.371 \
    p_per_area_nw_per_um2 355.8 \
    intPower_uw 863.7 \
    via_per_inst 5.647 \
    tns_ns 0 \
    die_x_um 76.94 \
    cts_made_buffers 5 \
    hp-class "reg -> reg" \
    cp_max_fo 7 \
    core_region_area_um2 5270 \
    clk_pin_slew_ns 0.09 \
    end_kind "register" \
    total_power_mw 1.123 \
    synth_area_leader_cell "dfxtp_1" \
    hold_viol_final 0 \
    yosys_warnings 1 \
    drive_above_1_share_pct 9.831 \
    slowest_stage "dfxtp_1" \
    start_kind "register" \
    ir_drop_mv 0.2082 \
    worst_slew_pin_slew_ns 0.7505 \
    yosysSeqAreaShare_pct 42.78 \
    gp_congestion 0.8184 \
    synth.distinct_cells 66 \
    post-route-period-util_pct 74.08 \
    dr.pass1.iters 4 \
    syn_to_final_growth_pct 12.48 \
    ys_cells 274 \
    clockRootBuffer "clkbuf_8" \
    ctsHoldBuffers 0 \
    synthArstFlopShare_pct 0 \
    grt_max_degree 20 \
    lay_top_cells "dfxtp_1, clkdlybuf4s50_1, nand2_1, edfxtp_1" \
    drv_cap 0 \
    largest_reg_flops 10 \
    synthCells 274 \
    cp_data_arrival_time_ns 2.57 \
    syn-cell-area_um2 2808 \
    p_leak_nw 1.177 \
    wirelength_um 5165 \
    cts_setup_buffers 0 \
    crit_chain "inv_1, ha_1, xor2_1, ha_1, nor2b_1, fa_1, and3_1, o311a_1" \
    worstPathRequired_ns 3.40 \
    ys_area_um2 2808 \
    track_usage_pct 19.09 \
    clockBufferDepth 2 \
    tritoncts "yes" \
    rr_worst_depth 8 \
    syn_area_per_cell_um2 10.25 \
    power_switching_uw 259.7 \
    post-route-drc-count 0 \
    max_freq_mhz 421.8 \
    switching_share_pct 23.12 \
    hpwl_um 3684 \
    clock_latency_ns 0.30 \
    warning_count 28 \
    pwr-share-comb_pct 7.1 \
    post-place-ws_ns 0.7398 \
    grt_pass1_wl_um 8783 \
    fin_util_pct 59.92 \
    wl_per_cell_um 14.15 \
    final-seq-area_um2 1201 \
    postRouteAntennaNets 0 \
    logic_area_um2 1411 \
    pin_count 36 \
    num_vias 2061 \
    status "complete, no violations" \
    drv_slew 0 \
]
cell families after synthesis:
kind of cell | count (synthesis) | share of synthesized area (%)
buffers and inverters | 41 | 7.754
other | 1 | 0.1336
AND/OR/NAND/NOR | 78 | 16.44
multiplexers | 6 | 2.139
adder cells (fa/ha/maj) | 15 | 7.219
AND-OR/OR-AND | 70 | 19.79
XOR/XNOR | 12 | 3.744
flip-flops | 51 | 42.78
synth_stat cells, types with 5 or more instances:
master and number:
mux2i_1 6, dfxtp_1 33, clkbuf_1 7, nor4_1 5, o31ai_1 7, a211oi_1 5, buf_4 14, a21oi_1 12
nor2_1 11, nand4_1 6, nand2_1 19, inv_1 13, nand3_1 7, xnor2_1 9, o21ai_0 7, ha_1 13
edfxtp_1 18
layer usage:
layer,track usage [%],up-vias,wire [um]
li1,-,1052,-
met1,32.87,964,2741
met2,27.59,39,2214
met3,2.781,6,148
met4,1.923,0,61
met5,0,-,0
metrics by stage:
stage,instances,hold slack (ns),cell area [um2]
6_report,365,0.4747,3158
5_1_grt,365,0.5100,3158
4_1_cts,365,0.4756,3158
3_5_place_dp,357,0.4547,3074
3_3_place_gp,357,0.4530,3074
2_1_floorplan,280,0.4356,2830
worst max-delay path: cells and delay by family, from the launching register on:
kind                       cells  cell delay [ns]
DFF                            1             0.46
buffers and inverters          1             0.17
xor gates and xnor gates       1             0.18
adders and majority gates      3             0.84
and+or+nand+nor                2             0.31
AOI/OAI and AO/OA              1             0.31
cell type report:
cell class / instances / share of cell area [%]
Timing Repair Buffer: 33 / 10.06
Clock inverter: 3 / 0.4754
Clock buffer: 5 / 2.179
Sequential cell: 51 / 38.03
Tap cell: 70 / 2.773
Multi-Input combinational cell: 188 / 44.69
Inverter: 15 / 1.783
power groups by stage:
stage / Clock [mW] / Sequential [mW] / Combinational, mW
final: 0.359 / 0.684 / 0.0802
after global routing: 0.400 / 0.685 / 0.0895
after CTS: 0.369 / 0.684 / 0.0804
path summary, 6_finish.rpt:
kind,startpoint,end,slack [ns]
max,player_x_pos[4]$_SDFFE_PN0P_,player_x_pos[9]$_SDFFE_PN0P_,0.83
min,prev_x_pos[4]$_SDFFE_PN0P_,prev_x_pos[4]$_SDFFE_PN0P_,0.47
max reg2reg,player_x_pos[4]$_SDFFE_PN0P_,player_x_pos[9]$_SDFFE_PN0P_,0.83
min reg2reg,prev_x_pos[4]$_SDFFE_PN0P_,prev_x_pos[4]$_SDFFE_PN0P_,0.47
Power is estimated from default activity; no workload was simulated.
