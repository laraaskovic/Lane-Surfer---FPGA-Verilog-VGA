`design/flow/design.v`:
```
`default_nettype none
module blackout_bar(
    input wire Resetn,
    input wire Clock,
    input wire enable,               
    output wire [9:0] VGA_x,
    output wire [8:0] VGA_y,
    output wire [8:0] VGA_color,
    output wire VGA_write
);
    parameter XSCREEN = 640;
    parameter BAR_HEIGHT = 80;       
    parameter BLACK = 9'b000_000_000;
    parameter LANE_START_X = 120;
    parameter LANE_END_X = 520;      
    parameter IDLE = 1'd0;
    parameter DRAWING = 1'd1;
    reg state;
    reg [9:0] draw_x;
    reg [6:0] draw_y;                
    reg [22:0] refresh_counter;      
    parameter REFRESH_INTERVAL = 23'd5_000_000;   
    reg [9:0] vga_x_reg;
    reg [8:0] vga_y_reg;
    reg [8:0] vga_color_reg;
    reg vga_write_reg;
    always @(posedge Clock) begin
        if (!Resetn) begin
            state <= IDLE;
            draw_x <= LANE_START_X;
            draw_y <= 0;
            refresh_counter <= 0;
            vga_write_reg <= 0;
        end
        else if (enable) begin
            case (state)
                IDLE: begin
                    vga_write_reg <= 0;
                    if (refresh_counter < REFRESH_INTERVAL) begin
                        refresh_counter <= refresh_counter + 1;
                    end
                    else begin
                        refresh_counter <= 0;
                        draw_x <= LANE_START_X;
                        draw_y <= 0;
                        state <= DRAWING;
                    end
                end
                DRAWING: begin
                    vga_x_reg <= draw_x;
                    vga_y_reg <= {2'b00, draw_y};   
                    vga_color_reg <= BLACK;
                    vga_write_reg <= 1;
                    if (draw_x < LANE_END_X) begin
                        draw_x <= draw_x + 1;
                    end
                    else begin
                        draw_x <= LANE_START_X;
                        if (draw_y < BAR_HEIGHT - 1) begin
                            draw_y <= draw_y + 1;
                        end
                        else begin
                            draw_y <= 0;
                            vga_write_reg <= 0;
                            state <= IDLE;
                        end
                    end
                end
                default: state <= IDLE;
            endcase
        end
        else begin
            vga_write_reg <= 0;
            state <= IDLE;
        end
    end
    assign VGA_x = vga_x_reg;
    assign VGA_y = vga_y_reg;
    assign VGA_color = vga_color_reg;
    assign VGA_write = vga_write_reg;
endmodule
```
`design/flow/run.sh`:
```
#!/bin/bash
# OpenROAD 26Q1-2900-gdf79404cd8, Yosys 0.63+post, stock flow scripts
make -C /OpenROAD-flow-scripts/flow DESIGN_CONFIG=/design/flow/config.mk WORK_HOME=/design/flow/orfs finish
```
`design/flow/config.mk`:
```
export PLATFORM = sky130hd
export DESIGN_NAME = blackout_bar
export DESIGN_NICKNAME = blackout_bar
export VERILOG_FILES = /design/flow/design.v
export SDC_FILE = /design/flow/constraint.sdc
export NUM_CORES = 4
export LEC_CHECK = 1
export CORE_UTILIZATION = 50
```
`design/flow/constraint.sdc`:
```
current_design blackout_bar

set clk_period 2.6
set clk_io_pct 0.2

create_clock -name clk0 -period $clk_period [get_ports {Clock}]

set non_clock_inputs [all_inputs -no_clocks]
set_input_delay [expr $clk_period * $clk_io_pct] -clock clk0 $non_clock_inputs
set_output_delay [expr $clk_period * $clk_io_pct] -clock clk0 [all_outputs]
```
==> node_exporter_impl.prom <==
# HELP chip_impl_metric Implementation results
# TYPE chip_impl_metric gauge
chip_impl_metric{name="post-place-ws",unit="ns"} 0.2031
chip_impl_info{name="common_cells",value="sky130_fd_sc_hd__dfxtp_1, sky130_fd_sc_hd__nor2_1, sky130_fd_sc_hd__nand2_1, sky130_fd_sc_hd__nand3_1, sky130_fd_sc_hd__edfxtp_1"} 1
chip_impl_metric{name="yosys-stat-cells",unit=""} 278
chip_impl_metric{name="dpl-instance-area",unit="sq um"} 2897
chip_impl_metric{name="ys_async_sr_fraction",unit="%"} 0
chip_impl_metric{name="post-route-min-period",unit="ns"} 2.097
chip_impl_metric{name="power.ir.vdd_worst",unit="uV"} 455.4
chip_impl_info{name="setup_repair_after_global_routing_missed_its_margin",value="false"} 1
chip_impl_metric{name="layout.core_utilization",unit="%"} 60.75
chip_impl_metric{name="core.rowCount",unit=""} 26
chip_impl_metric{name="worst_slack",unit="ns"} 0.5028
chip_impl_metric{name="cts-htree-levels",unit=""} 3
chip_impl_metric{name="synth.cell_area",unit="sq um"} 2645
chip_impl_metric{name="warning_count",unit=""} 25
chip_impl_metric{name="drt_pre_antenna_iters",unit=""} 4
chip_impl_metric{name="num_vias",unit=""} 1937
chip_impl_info{name="crit_slowest_cell",value="sky130_fd_sc_hd__clkdlybuf4s50_1"} 1
chip_impl_metric{name="drc",unit=""} 0
chip_impl_metric{name="globalplace.congestion",unit=""} 0.8072
chip_impl_metric{name="ctsHoldBuffers",unit=""} 0
chip_impl_metric{name="final-setup-viol-count",unit=""} 0
chip_impl_metric{name="wire_length_of_the_first_global_routing_pass",unit="um"} 7596
chip_impl_info{name="worstSetupEndpointType",value="flop"} 1
chip_impl_metric{name="worst_clock_skew",unit="ns"} 0.006146
chip_impl_metric{name="yosys-stat-area",unit="sq um"} 2645
chip_impl_metric{name="timing.critical_path.buf_inv",unit=""} 1
chip_impl_metric{name="total_leakage_power",unit="nW"} 1.118
chip_impl_metric{name="clkLatencyLatePin",unit="ns"} 0.33
chip_impl_metric{name="finalHoldViolations",unit=""} 0
chip_impl_metric{name="place.detailed.hpwl",unit="um"} 3095
chip_impl_metric{name="cp_max_fo",unit=""} 4
chip_impl_metric{name="rr_worst_depth",unit=""} 6
chip_impl_metric{name="route.antenna.remaining_nets",unit=""} 0
chip_impl_metric{name="crit_required",unit="ns"} 2.81
chip_impl_metric{name="worstMarginPinSlew",unit="ns"} 0.5189
chip_impl_metric{name="worst_path_largest_cell_delay",unit="ns"} 0.49
chip_impl_info{name="hold_end",value="vga_y_reg[6]$_DFFE_PP_"} 1
chip_impl_metric{name="gate_count_of_the_mapped_netlist",unit=""} 278
chip_impl_metric{name="boundaryPins",unit=""} 32
chip_impl_info{name="yosys.area.top_type",value="sky130_fd_sc_hd__dfxtp_1"} 1
chip_impl_metric{name="power_density",unit="nW/um^2"} 585.2
chip_impl_metric{name="cp.arrival",unit="ns"} 2.31
chip_impl_metric{name="synth_seq_share",unit="%"} 51.09
chip_impl_metric{name="wirelength",unit="um"} 4565
chip_impl_metric{name="grt_pass1_vias",unit=""} 1679
chip_impl_info{name="timing.critical_path.max_delay_family",value="simple AND/OR/NAND/NOR gates"} 1
chip_impl_info{name="r2r_start",value="refresh_counter[15]$_SDFFE_PN0P_"} 1
chip_impl_metric{name="cts_resized",unit=""} 0
chip_impl_metric{name="largest_register_ff_count",unit=""} 23
chip_impl_metric{name="clk_pin_slew_worst_paths",unit="ns"} 0.06
chip_impl_metric{name="clock_sinks",unit=""} 59
chip_impl_metric{name="report.final.slew_viol_count",unit=""} 0
chip_impl_info{name="hold_start",value="draw_y[6]$_SDFFE_PN0P_"} 1
chip_impl_info{name="clock_tree_from_tritoncts",value="built"} 1
chip_impl_metric{name="yosys_warnings",unit=""} 1
chip_impl_info{name="ys_top_cells_by_area",value="sky130_fd_sc_hd__dfxtp_1, sky130_fd_sc_hd__edfxtp_1, sky130_fd_sc_hd__nor2_1, sky130_fd_sc_hd__nand2_1, sky130_fd_sc_hd__xor2_1"} 1
chip_impl_metric{name="grt_max_degree",unit=""} 22
chip_impl_metric{name="drv_cap",unit=""} 0
chip_impl_metric{name="grt_overflow",unit=""} 0
chip_impl_metric{name="numCtsBuffers",unit=""} 9
chip_impl_metric{name="ys_seq_elements",unit=""} 59
chip_impl_info{name="status",value="completed"} 1
chip_impl_metric{name="min_period_over_period",unit="%"} 80.66
chip_impl_metric{name="detail_route.vias_per_cell",unit=""} 5.071
chip_impl_metric{name="coreArea",unit="sq um"} 5107
chip_impl_metric{name="drtIter0Drc",unit=""} 70
chip_impl_metric{name="synth_top_area_share",unit="%"} 31.79
chip_impl_metric{name="floorplan.die.height",unit="um"} 74.73
chip_impl_metric{name="clock.fmax",unit="MHz"} 476.8
chip_impl_info{name="yosys.cell_count.top_type",value="sky130_fd_sc_hd__dfxtp_1"} 1
chip_impl_metric{name="grt_antenna_before_repair",unit=""} 0
chip_impl_metric{name="total_die_area",unit="sq um"} 5585
chip_impl_metric{name="antenna-diode-count",unit=""} 0
chip_impl_metric{name="postSynthAreaPerCell",unit="sq um"} 9.515
chip_impl_metric{name="finalSetupTns",unit="ns"} 0
chip_impl_metric{name="postCtsSetupBuffers",unit=""} 0
chip_impl_metric{name="detail_route.wl_per_cell",unit="um"} 11.95
chip_impl_metric{name="yosys.cell_types.count",unit=""} 48
chip_impl_info{name="criticalPathCategory",value="in -> reg"} 1
chip_impl_metric{name="stdcell_area",unit="sq um"} 3103
chip_impl_metric{name="area.growth.synth_to_final",unit="%"} 17.31
chip_impl_info{name="hold_class",value="reg -> reg"} 1
chip_impl_metric{name="hold_path_depth",unit=""} 0
chip_impl_info{name="ys_flop_type",value="sky130_fd_sc_hd__dfxtp_1"} 1
chip_impl_metric{name="setup.reg_to_reg.worst_slack",unit="ns"} 0.63
chip_impl_metric{name="cts_max_path_buffers",unit=""} 2
chip_impl_metric{name="final.hold.worst_slack",unit="ns"} 0.4863
chip_impl_metric{name="max_slew_margin",unit="%"} 65.40
chip_impl_info{name="worstSetupStartpointType",value="input pin"} 1
chip_impl_metric{name="dieWidth",unit="um"} 74.73
chip_impl_info{name="reg2reg_to",value="draw_x[4]$_SDFFE_PN1P_"} 1
chip_impl_info{name="ctsRootBufferMaster",value="sky130_fd_sc_hd__clkbuf_8"} 1
chip_impl_metric{name="floorplan.initialDensity",unit="%"} 51.79
chip_impl_info{name="cp_cell_sequence",value="clkdlybuf4s50_1 -> nand4b_1 -> nor4_2 -> nand4_1 -> nor3_2 -> xnor2_1 -> nor2_1"} 1
chip_impl_metric{name="number_of_enable_type_register_cells_in_the_synthesized_netlist",unit=""} 17
chip_impl_metric{name="drive_gt1_share",unit="%"} 10.26
chip_impl_metric{name="io_buffers",unit=""} 20
chip_impl_metric{name="grtUsageTotal",unit="%"} 18.00
-- logic make-up (layout without fill, tap and decap cells) --
kind of cell / count (synthesis) / count (layout) / share of synthesized area, %
simple gates: 131 / 131 / 25.02
flops: 59 / 59 / 51.09
compound gates: 42 / 42 / 10.45
xor+xnor: 21 / 21 / 6.954
buf+inv: 20 / 44 / 4.494
fa+ha+maj: 3 / 3 / 1.419
other cells: 1 / 11 / 0.1418
mux: 1 / 1 / 0.4257
-- layer usage --
layer	vias to the layer above	track usage [%]	part of all wire, %
met5	-	0	0
met4	0	3.354	2.0
met3	10	2.714	2.7
met2	27	27.43	44
met1	877	28.74	51
li1	1023	-	-
-- stage by stage --
| stage | power, mW | cells |
|---|---|---|
| 6_report | 1.816 | 382 |
| 5_1_grt | 1.880 | 382 |
| 4_1_cts | 1.835 | 382 |
| 3_5_place_dp | 0.9952 | 366 |
| 3_3_place_gp | 0.9950 | 366 |
| 2_1_floorplan | 0.9935 | 288 |
-- cells in the final DEF (no fill, tap or decap), types with 3 or more instances in the layout --
cell type	Yosys	routed
sky130_fd_sc_hd__nand2_1	31	31
sky130_fd_sc_hd__xor2_1	12	12
sky130_fd_sc_hd__or3_1	6	6
sky130_fd_sc_hd__nand4_1	3	3
sky130_fd_sc_hd__or2_2	3	3
sky130_fd_sc_hd__and3_1	7	7
sky130_fd_sc_hd__conb_1	1	11
sky130_fd_sc_hd__o31ai_1	4	4
sky130_fd_sc_hd__ha_1	3	3
sky130_fd_sc_hd__buf_4	11	4
sky130_fd_sc_hd__nor2_1	40	40
sky130_fd_sc_hd__inv_1	4	4
sky130_fd_sc_hd__nor3_2	3	3
sky130_fd_sc_hd__edfxtp_1	17	17
sky130_fd_sc_hd__o21ai_0	9	9
sky130_fd_sc_hd__nand3_1	18	18
sky130_fd_sc_hd__clkbuf_8	0	12
sky130_fd_sc_hd__a21oi_1	13	13
sky130_fd_sc_hd__xnor2_1	9	9
sky130_fd_sc_hd__clkdlybuf4s50_1	0	20
sky130_fd_sc_hd__dfxtp_1	42	42
-- layout make-up --
type                    count  area (sq um)
clock buffers              14         172.7
clock inverters             2         33.78
fillers                   442          2004
inverters                   4         15.01
multi-input cells         209          1212
flip-flops and latches     59          1351
well taps                  70         87.58
repair buffers             24         230.2
-- worst max-delay path by stage --
stage | end | startpoint | cells after the start
4_1_cts | refresh_counter[19]$_SDFFE_PN0P_ | enable | 7
5_1_grt | refresh_counter[19]$_SDFFE_PN0P_ | enable | 7
6_report | refresh_counter[19]$_SDFFE_PN0P_ | enable | 7
-- power breakdown --
group	internal (mW)	leakage [nW]	switching (mW)
Combinational	0.00953	0.545	0.0195
Clock	0.519	0.104	0.322
Sequential	0.943	0.469	0.00278
Total	1.47	1.12	0.345
Power is estimated from default activity; no workload was simulated.
